$ cat /design/flow/design.v
module convolucao(
    input clk,
    input [199:0] matriz,
    input signed [199:0] kernel,
    output reg [199:0] valor
);
reg start_mul = 0;
wire done_mul;
wire signed [399:0] matriz_mult;
multiplicacao inst_multiplicacao (
    .clock(clk),
    .start(start_mul),
    .matrix_a(matriz),
    .matrix_b(kernel),
    .result_out(matriz_mult),
    .done(done_mul)
);
localparam S_IDLE       = 0;
localparam S_START_MUL  = 1;
localparam S_WAIT_MUL   = 2;
localparam S_STAGE_1    = 3;
localparam S_STAGE_2    = 4;
localparam S_STAGE_3    = 5;
localparam S_STAGE_4    = 6;
localparam S_STAGE_5    = 7;
localparam S_SATURATE   = 8;
localparam S_DONE       = 9;
reg [3:0] state = S_IDLE;
reg signed [17:0] sum_stage1 [0:11];
reg signed [18:0] sum_stage2 [0:5];
reg signed [19:0] sum_stage3 [0:2];
reg signed [20:0] sum_stage4 [0:1];
reg signed [21:0] sum_stage5;
reg signed [22:0] final_soma;
reg signed [15:0] products [0:24];
reg [7:0] saturado;
integer i;
always @(*) begin
    for (i = 0; i < 25; i = i + 1) begin
        products[i] = matriz_mult[(i*16) +: 16];
    end
end
always @(posedge clk) begin
    case (state)
        S_IDLE: begin
            start_mul <= 1;
            state <= S_START_MUL;
        end
        S_START_MUL: begin
            start_mul <= 0;
            state <= S_WAIT_MUL;
        end
        S_WAIT_MUL: begin
            if (done_mul) begin
                for (i = 0; i < 12; i = i + 1) begin
                    sum_stage1[i] <= products[2*i] + products[2*i + 1];
                end
                state <= S_STAGE_1;
            end
        end
        S_STAGE_1: begin
            for (i = 0; i < 6; i = i + 1) begin
                sum_stage2[i] <= sum_stage1[2*i] + sum_stage1[2*i + 1];
            end
            state <= S_STAGE_2;
        end
        S_STAGE_2: begin
            for (i = 0; i < 3; i = i + 1) begin
                sum_stage3[i] <= sum_stage2[2*i] + sum_stage2[2*i + 1];
            end
            state <= S_STAGE_3;
        end
        S_STAGE_3: begin
            sum_stage4[0] <= sum_stage3[0] + sum_stage3[1];
            sum_stage4[1] <= sum_stage3[2] + products[24];  
            state <= S_STAGE_4;
        end
        S_STAGE_4: begin
            sum_stage5 <= sum_stage4[0] + sum_stage4[1];
            state <= S_STAGE_5;
        end
        S_STAGE_5: begin
            final_soma <= sum_stage5;
            state <= S_SATURATE;
        end
        S_SATURATE: begin
            if (final_soma < 0)
                saturado <= 8'd0;
            else if (final_soma > 255)
                saturado <= 8'd255;
            else
                saturado <= final_soma[7:0];
            valor <= 200'd0;
            valor[8*12 +: 8] <= saturado;
            state <= S_DONE;
        end
        S_DONE: begin
            state <= S_IDLE;
        end
    endcase
end
endmodule
module multiplicacao (
    input wire clock,
    input wire start,
    input [199:0] matrix_a,           
    input signed [199:0] matrix_b,    
    output reg signed [399:0] result_out,   
    output reg done
);
    reg [4:0] index;
    reg [1:0] state;
    reg [7:0] a_elem;
    reg signed [7:0] b_elem;
    reg signed [15:0] products [0:24];
    localparam S_IDLE = 2'd0;
    localparam S_CALC = 2'd1;
    localparam S_DONE = 2'd2;
    integer j;
    always @(posedge clock) begin
        case (state)
            S_IDLE: begin
                done <= 0;
                result_out <= 0;
                index <= 0;
                if (start) begin
                    state <= S_CALC;
                end else begin
                    state <= S_IDLE;
                end
            end
            S_CALC: begin
                a_elem = matrix_a[(index * 8) +: 8];
                b_elem = matrix_b[(index * 8) +: 8];
                products[index] <= $signed(a_elem) * b_elem;
                if (index == 5'd24) begin
                    state <= S_DONE;
                end
                index <= index + 1;
            end
            S_DONE: begin
                for (j = 0; j < 25; j = j + 1) begin
                    result_out[(j * 16) +: 16] <= products[j];
                end
                done <= 1;
                state <= S_IDLE;
            end
        endcase
    end
endmodule
module coprocessador(
    input clk,
    input start,                       
    input [2:0] tamanho,               
    input [2:0] op,                    
    input [199:0] matriz1,             
    input [199:0] matriz2,             
    output reg [199:0] matrizresult,   
    output reg overflow,               
    output reg done                    
);
    parameter ESPERA = 2'b00;
    parameter EXECUTA = 2'b01;
    parameter FINALIZA = 2'b10;
    reg [1:0] estado_atual, proximo_estado;
	 wire [199:0] matriz_conv;
    always @(posedge clk) begin
        estado_atual <= proximo_estado;
    end
    always @(*) begin
        case (estado_atual)
            ESPERA: begin
                if (start)
                    proximo_estado = EXECUTA;
                else
                    proximo_estado = ESPERA;
            end
            EXECUTA: proximo_estado = FINALIZA;
            FINALIZA: proximo_estado = ESPERA;
            default: proximo_estado = ESPERA;
        endcase
    end
    always @(posedge clk) begin
        case (estado_atual)
            ESPERA: begin
                matrizresult <= 0;
                overflow <= 0;
                done <= 0;
            end
            EXECUTA: begin
                case (op)
                    3'b101: begin  
                        matrizresult <= matriz_conv;
                        overflow <= 0;
                    end
                    3'b111: begin  
                        matrizresult <= 0;
                        overflow <= 0;
                    end
                    default: begin
                        matrizresult <= 0;
                        overflow <= 0;
                    end
                endcase
            end
            FINALIZA: begin
                done <= 1;
            end
        endcase
    end
	 convolucao conv_inst (
		  .clk(clk),
		  .matriz(matriz1),
		  .kernel(matriz2),
		  .valor(matriz_conv)
	 );
endmodule
module gerenciador(
    input clk,
    input reset_flag,               
	 input botao_rst,                
    input [31:0] entrada,           
    output reg [31:0] saida,        
	 output reg [9:0] leds  
	 );
	assign flag_HPS = (entrada[31]);         
	assign reset = (botao_rst |reset_flag);  
   coprocessador cop_inst (
		 .clk(clk),                     
		 .start(start),					  
		 .tamanho(tamanho),             
		 .op(3'b101),                   
		 .matriz1(matriz1),             
		 .matriz2(matriz2),             
		 .matrizresult(matriz_C),       
		 .overflow(overflow),           
		 .done(done)                    
	);
    parameter ESPERA  = 2'b00;
    parameter LEITURA = 2'b01;
    parameter CALCULO = 2'b10;
    parameter ENVIO   = 2'b11;
	 reg [7:0] matrizA [0:24];
    reg [7:0] matrizB [0:24];
    reg [7:0] matrizC [0:24];
    reg [199:0] matriz1;
	 reg [199:0] matriz2;
    wire [199:0] matriz_C;
    reg [1:0] estado_atual, proximo_estado = ESPERA;
	 reg [4:0] indice = 0;
    reg [4:0] indice_envio;
    reg [2:0] i_envio;
    reg [2:0] opcode = 3'b101;
	 reg [1:0] tamanho;
	 reg start;
	 reg flag;
    reg leu;
    reg carregouC;
    wire [7:0] valA = entrada[7:0];
    wire [7:0] valB = entrada[15:8];
    wire [2:0] op = opcode;
	 wire [1:0] tam = entrada[20:19];
	 wire overflow;
	 wire done;
    always @(posedge clk or posedge reset) begin
        if (reset)
            estado_atual <= ESPERA;
        else
            estado_atual <= proximo_estado;
    end
    always @(*) begin
        case (estado_atual)
            ESPERA:
                proximo_estado = flag_HPS ? LEITURA : ESPERA;
            LEITURA:
                proximo_estado = flag ? CALCULO : LEITURA;
            CALCULO:
                proximo_estado = (done && carregouC) ? ENVIO : CALCULO;
            ENVIO:
                proximo_estado = (i_envio == 8 && entrada[30] && !saida[30]) ? ESPERA : ENVIO;
            default:
                proximo_estado = ESPERA;
        endcase
    end
    always @(posedge clk or posedge reset) begin
        if (reset) begin
			   flag <= 0;
            saida <= 0;
            indice <= 0;
            leu <= 0;
            i_envio <= 0;
            indice_envio <= 0;
            carregouC <= 0;
				tamanho <= 0;
				start <= 0;
				opcode <= 3'b111;
        end else begin
            case (estado_atual)
                ESPERA: begin
                    saida <= 0;
                    leu <= 0;
						  indice <=0;
                    i_envio <= 0;
                    indice_envio <= 0;
                    carregouC <= 0;
						  flag <= 0;
						  tamanho <= 0;
						  start <= 0;
						  opcode <= 3'b111;
                end
                LEITURA: begin
						 if (!leu && flag_HPS) begin
							  matrizA[indice] <= valA;
							  matrizB[indice] <= valB;
							  opcode <= op;
							  tamanho <= tam;
							  saida[31] <= 1;
							  leu <= 1;
						 end
						 if (!flag_HPS && leu) begin
							  if (indice < 24) begin
									indice <= indice + 1;
									saida[31] <= 0;
									leu <= 0;
							  end
							  else if (indice == 24) begin
									integer k;
									for (k = 0; k < 25; k = k + 1) begin
										 matriz1[k*8 +: 8] <= matrizA[k];
										 matriz2[k*8 +: 8] <= matrizB[k];
									end
									saida[31] <= 0;
									flag <= 1;
							  end 
						 end
					end
                CALCULO: begin
						  if(!done && !carregouC)begin
								opcode <= op;
								tamanho <= tam;
								start <= 1;
						  end
                    if (done && !carregouC) begin
                        integer j;
                        for (j = 0; j < 25; j = j + 1) begin
                            matrizC[j] <= matriz_C[j*8 +: 8];
                        end
								saida[29] <= overflow;
                        carregouC <= 1;
                    end
                end
                ENVIO: begin
                    if (i_envio < 8) begin
                        if (!saida[30] & !entrada[30]) begin
                            saida[7:0]   <= matrizC[indice_envio];
                            saida[15:8]  <= matrizC[indice_envio + 1];
                            saida[23:16] <= matrizC[indice_envio + 2];
                            saida[30]    <= 1;
                        end
                        if (entrada[30] & saida[30]) begin
                            saida[30] <= 0;
                            indice_envio <= indice_envio + 3;
                            i_envio <= i_envio + 1;
                        end
                    end else begin
                        if (!saida[30] & !entrada[30]) begin
                            saida[7:0] <= matrizC[24];
                            saida[30]  <= 1;
                        end
                        if (entrada[30] & saida[30]) begin
                            saida[30] <= 0;
                        end
                    end
                end
            endcase
        end
    end
endmodule
$ cat /design/flow/run.sh
#!/bin/bash
# OpenROAD 26Q1-2900-gdf79404cd8, Yosys 0.63+post, stock flow scripts
make -C /OpenROAD-flow-scripts/flow DESIGN_CONFIG=/design/flow/config.mk WORK_HOME=/design/flow/orfs finish
$ cat /design/flow/config.mk
export PLATFORM = sky130hd
export DESIGN_NAME = gerenciador
export DESIGN_NICKNAME = gerenciador
export VERILOG_FILES = /design/flow/design.v
export SDC_FILE = /design/flow/constraint.sdc
export NUM_CORES = 4
export LEC_CHECK = 1
export CORE_UTILIZATION = 30
$ cat /design/flow/constraint.sdc
current_design gerenciador

set clk_period 81.6
set clk_io_pct 0.2

create_clock -name clk0 -period $clk_period [get_ports {clk}]

set non_clock_inputs [all_inputs -no_clocks]
set_input_delay [expr $clk_period * $clk_io_pct] -clock clk0 $non_clock_inputs
set_output_delay [expr $clk_period * $clk_io_pct] -clock clk0 [all_outputs]
==> results_slide.txt <==
Implementation Results

Clock network
  – Number of levels in the clock H-tree: 4
  – Hold Buf Count CTS: 0
  – CTS Root Cell: clkbuf_16
  – Number of buffers created by CTS: 219
  – Clk slew on worst S/H paths: 0.06 ns
  – CTS Buffer Depth: 4
  – Clock tree from TritonCTS: done
  – Clock Sink Count: 2157
  – # Post-CTS Setup Buffers: 0
  – Cts repair resizes: 0
  – Insertion delay at the late pin of the worst-skew pair: 0.91 ns

Synthesis
  – Count of synthesis-stage warnings from yosys: 25
  – Main flop type: edfxtp_1
  – Flops & latches, synth: 2157
  – Share of the yosys chip area belonging to registers: 69.65%
  – Cell area after synthesis: 0.09261 mm²
  – Post-synth EDFFs: 2108
  – Yosys stat chip area: 0.09261 mm²
  – Asr flop ratio synth: 2.040%
  – Number of cells produced by synthesis: 5875
  – Cell types occupying the most area after synthesis: edfxtp_1 (68%), ha_1 (6.2%), and2_1 (2.9%)
  – Library cell occupying the most area in the post-synthesis netlist: edfxtp_1
  – Count of unique library cells instantiated by Yosys: around 90
  – Syn avg cell area: 15.76 µm²
  – Number of cells in Yosys stat: 5875
  – Dominant cell area share: 68.35%

Flow run
  – Number of maximum-capacitance violations: 0
  – Tally of OpenROAD warnings: 57

Die
  – I/O pin count: slightly below 80
  – Row count: 203
  – Die y size: 557.6 µm
  – Horizontal extent of the die: roughly 560 µm
  – Core outline area: 0.3066 mm²
  – Share of the core filled by cells before placement: 30.21%
  – Die Outline Area: 0.3109 mm²

Worst setup path
  – Largest stage delay on the critical path: 0.74 ns
  – WS Path Type: in -> reg
  – Critical-path cell list: clkdlybuf4s50_1 -> nor3b_1 -> nand3_1 -> nor4_2 -> buf_4 -> buf_4 -> buf_4 -> buf_4
  – Crit path required time: 82.10 ns
  – Critical path peak fanout: around 63
  – Combined buffer and inverter count along the critical path: 5
  – Arrival time reported for the critical path endpoint: 20.40 ns
  – Slowest cell on the critical path: buf_4
  – Cell family contributing the most delay on the critical path: buffers and inverters
  – Endpoint kind of the worst setup timing path: register
  – Startpoint types: input port
  – Cell type with the highest occurrence count on the critical path: buf_4

Drt
  – Ratio of routed vias to standard cells: 4.487
  – Routed length per instance: 16.56 µm
  – Detailed Route Iter0 Violations: 2793
  – Number of vias in the routed layout: 46810
  – Final wirelength: 172700 µm
  – Total DRC errors in the routed layout: 0
  – Total iterations of the first detailed-routing run: 5
  – Number of nets with antenna violations after routing: 0

STA
  – RSZ-0062 raised after global routing: no
  – Setup TNS: 0 ns
  – Number of hold-slack violations in the final timing report: 0
  – Final Max-Slew Violation Tally: 0
  – Upper clock frequency limit: 50.24 MHz
  – Relative max-transition margin: 35.19%
  – Setup-failing EPs final: 0
  – Crit share post-route: between 20% and 30%
  – Worst setup skew after layout: ~0.11 ns
  – Clock period minus final worst setup slack: approximately 20 ns
  – Slew @ Worst Pin: 0.9647 ns

Place
  – Number of input and output port buffers inserted: 46
  – Hpwl dp: 112000 µm
  – Weighted congestion at the end of routability-driven global placement: 0.8715

GRT
  – Global-route wire length before repair: 267100 µm
  – Overflow left after global routing: 0
  – Largest net degree at the start of global routing: 205
  – GR Util All Layers: 11.87%
  – Number of global-route vias before repair: 47390
  – Antenna violations before repair: 5

Hold path
  – HP Class: reg -> reg

Cells and area
  – Share of final-layout standard cells stronger than drive strength 1: 10.11%
  – Layout area overhead: 14.58%

Run status
  – Result of the run: finished, final reports clean

Power and ir drop
  – Leak pwr: 35.80 nW
  – Power after layout: 2.251 mW
  – Max VDD drop: 0.01952 mV
  – Cell area power density: 21.21 mW/mm²
[placed cells by master, fill, tap and decap left out, types with 46 or more instances in the layout]
| master | netlist | final |
|---|---|---|
| clkdlybuf4s50_1 | 0 | 46 |
| nand3_1 | 59 | 59 |
| clkbuf_16 | 0 | 220 |
| xnor2_1 | 235 | 229 |
| o21a_1 | 77 | 77 |
| ha_1 | 457 | 457 |
| nor2b_1 | 68 | 67 |
| and2_1 | 431 | 431 |
| xor2_1 | 102 | 99 |
| fa_1 | 79 | 79 |
| o21bai_1 | 49 | 49 |
| a21oi_1 | 275 | 275 |
| o21ai_0 | 171 | 171 |
| edfxtp_1 | 2108 | 2108 |
| nor2_1 | 314 | 299 |
| nand2b_1 | 60 | 60 |
| inv_1 | 281 | 281 |
| a21o_1 | 156 | 156 |
| buf_4 | 24 | 122 |
| mux4_2 | 78 | 78 |
| nand2_1 | 153 | 153 |
[worst paths after layout]
check | slack, ns | depth (start not counted) | to | start
hold / removal | 0.37 | 0 | matriz2[14]$_DFFE_PP_ | matrizB[1][6]$_DFFE_PP_
setup reg to reg | 72.63 | 23 | register | cop_inst.conv_inst.inst_multiplicacao.index[0]$_SDFFCE_PN0P_
hold reg to reg | 0.37 | 0 | matriz2[14]$_DFFE_PP_ | matrizB[1][6]$_DFFE_PP_
max in group asynchronous | 64.60 | 4 | indice_envio[4]$_DFFE_PP0P_ | reset_flag
setup / recovery | 61.70 | 8 | matriz1[102]$_DFFE_PP_ | entrada[31]
min in group asynchronous | 16.45 | 4 | estado_atual[2]$_DFF_PP0_ | botao_rst
[per-stage QoR]
step	utilization, %	hold WS, ns	area [µm²]	instances	worst slack, ns
4_1_cts	34.61	0.3719	106100	10430	61.70
6_report	34.61	0.3750	106100	10430	61.70
2_1_floorplan	-	0.3856	92670	5890	23.17
3_5_place_dp	32.23	0.3978	98820	10030	60.76
5_1_grt	34.61	0.3860	106100	10430	61.38
3_3_place_gp	32.23	0.3955	98820	10030	60.82
[registers in the layout, indices dropped and copies added, names as in the netlist, 22 cells and up]
| name | flops |
|---|---|
| matriz2 | 200 |
| cop_inst.conv_inst.inst_multiplicacao.result_out | 400 |
| matrizB | 200 |
| cop_inst.conv_inst.sum_stage4 | 42 |
| saida | 26 |
| matrizA | 200 |
| cop_inst.conv_inst.final_soma | 22 |
| matriz1 | 200 |
| cop_inst.conv_inst.sum_stage3 | 60 |
| cop_inst.conv_inst.sum_stage1 | 204 |
| cop_inst.conv_inst.inst_multiplicacao.products | 400 |
| cop_inst.conv_inst.sum_stage2 | 114 |
| cop_inst.conv_inst.sum_stage5 | 22 |
[cell families (layout without fill, tap and decap cells)]
family,count (synthesis),count (layout),synth area share [%]
and+or+nand+nor,1297,1297,7.455
other,1,17,0.004049
muxes,121,121,2.691
buffers and inverters,409,849,1.821
xor gates and xnor gates,337,337,3.187
DFF,2157,2157,69.65
AOI/OAI and AO/OA,1017,1017,7.312
adders and majority gates,536,536,7.882
[Yosys cell counts, types with 9 or more instances]
cell         n
or3_1       16
nor2b_1     68
o21bai_1    49
a221o_1      9
mux2_2      10
nand3_1     59
and2_1     431
nand4_1     30
inv_1      281
and3_1      39
fa_1        79
mux2i_1     15
clkbuf_1    82
dfrtp_1     43
a31o_2      10
nand2b_1    60
o22ai_1     14
a211oi_1    19
buf_4       24
o211ai_1    13
buf_2       11
edfxtp_1  2108
ha_1       457
mux4_1      18
nor3_1      44
nand2_1    153
o21ai_0    171
nor4_1      15
a22o_1      29
a31oi_1     38
a21oi_1    275
o31ai_1     25
xor2_1     102
mux4_2      78
o21a_1      77
nor2_1     314
or2_2       27
a21boi_0    15
xnor2_1    235
a21o_1     156
o31a_1      22
[metal layers]
layer  up-vias  wire [µm]  global-route usage [%]
met1     22230      65900                   14.56
met2      1524      78440                   17.89
met5         -         80                  0.2161
met3       282      23660                   7.613
met4         2       4623                   2.727
li1      22770          -                       -
[power by group]
group / switching, mW / total, mW / internal, mW
clock network: 0.412 / 1.00 / 0.593
registers: 0.00812 / 1.22 / 1.21
logic: 0.0190 / 0.0279 / 0.00891
total: 0.439 / 2.25 / 1.81
[final cells by class]
type                       count  area [µm²]
inverter                     281        1055
antenna                        1       2.502
timing repair buffer         171        1436
clock buffer                 256        5700
sequential                  2157       64510
tap                         4100        5130
fill                       28400      200500
multi-input combinational   3324       26690
clock inverter               141        1590
Power figures rest on the tool's default switching activity, not on a simulated workload.
